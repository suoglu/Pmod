### flow/design.v
`timescale 1 ns / 1 ps
  module ad1_v1_0 #(
    parameter DUAL_MODE  =  1,
    parameter OFFSET_CH0    =  0,
    parameter OFFSET_CH1    =  4,
    parameter OFFSET_STATUS =  8,
    parameter OFFSET_CONFIG = 12,
    parameter C_S_AXI_DATA_WIDTH = 32,
    parameter C_S_AXI_ADDR_WIDTH = 4
  )(
    input s_axi_aclk,
    input s_axi_aresetn,
    input [C_S_AXI_ADDR_WIDTH-1:0] s_axi_awaddr,
    input [2:0] s_axi_awprot,
    input  s_axi_awvalid,
    output s_axi_awready,
    input [C_S_AXI_DATA_WIDTH-1:0] s_axi_wdata,
    input [(C_S_AXI_DATA_WIDTH/8)-1:0] s_axi_wstrb,
    input  s_axi_wvalid,
    output s_axi_wready,
    output [1:0] s_axi_bresp,
    output s_axi_bvalid,
    input  s_axi_bready,
    input [C_S_AXI_ADDR_WIDTH-1:0] s_axi_araddr,
    input [2:0] s_axi_arprot,
    input  s_axi_arvalid,
    output s_axi_arready,
    output [C_S_AXI_DATA_WIDTH-1:0] s_axi_rdata,
    output [1:0] s_axi_rresp,
    output s_axi_rvalid,
    input  s_axi_rready,
    input ext_spi_clk,
    output SCK,
    input D0,
    input D1,
    output reg CS
  );
    integer i;
    wire [1:0] D = {D1, D0};  
    localparam OxDEC0DEE3 = 3737181923;  
    localparam RES_OKAY = 2'b00,
                RES_ERR  = 2'b10;  
    reg [3:0] counter;  
    localparam IDLE  = 2'd0,
               CONV  = 2'd1,
               POST  = 2'd3;
    reg [1:0] state;
    wire inIDLE = (state == IDLE);
    wire inCONV = (state == CONV);
    wire inPOST = (state == POST);
    wire [C_S_AXI_ADDR_WIDTH-1:0] write_address = s_axi_awaddr;
    wire [C_S_AXI_ADDR_WIDTH-1:0]  read_address = s_axi_araddr;
    wire [C_S_AXI_ADDR_WIDTH-1:0] data_addresses[1:0];
    assign data_addresses[0] = OFFSET_CH0;
    assign data_addresses[1] = OFFSET_CH1;
    reg [11:0] data[DUAL_MODE:0];
    reg [DUAL_MODE:0] updateCH;
    reg blocking, keep_both_updated;
    wire [1:0] config_reg = {keep_both_updated, blocking};
    wire busy = |updateCH;
    wire dual_mode = DUAL_MODE;
    wire [1:0] status_reg = {dual_mode, busy};
    wire write = s_axi_awvalid & s_axi_wvalid;
    wire  read = s_axi_arvalid & s_axi_arready;
    wire nonDataRead = (read_address != OFFSET_CH0) & ((read_address != OFFSET_CH1) | ~DUAL_MODE);
    wire  read_done = (~blocking | nonDataRead) ? s_axi_arvalid : inPOST;
    wire  read_addr_valid = (read_address == OFFSET_STATUS) |
                            (read_address == OFFSET_CONFIG) |
                            (read_address == OFFSET_CH0)    |
               (DUAL_MODE & (read_address == OFFSET_CH1));
    wire write_addr_valid = (write_address == OFFSET_CONFIG) | 
                  (~blocking & (write_address == OFFSET_CH0))| 
      (DUAL_MODE & ~blocking & (write_address == OFFSET_CH1));
    wire [C_S_AXI_DATA_WIDTH-1:0] data_to_write = s_axi_wdata;  
    assign SCK = (inCONV) ? ext_spi_clk : 1'b1;
    wire updateConfig = (write_address == OFFSET_CONFIG) & write;
    always@(posedge s_axi_aclk) begin
      if(~s_axi_aresetn) begin
        keep_both_updated <= 1;
        blocking <= 0;
      end else begin
        {keep_both_updated, blocking} <= updateConfig ? data_to_write : config_reg;
      end
    end
    wire countDone = (counter == 4'h0) & inCONV;
    always@(negedge ext_spi_clk) begin
      if(inIDLE) begin
        counter = 4'h0;
      end else begin
        counter = counter + 4'h1;
      end
    end
    always@(posedge ext_spi_clk) begin
      for(i=0; i < (DUAL_MODE+1); i=i+1) begin
        data[i] <= (~countDone & ~CS & (keep_both_updated|updateCH[i])) ? {data[i][10:0], D[i]} : data[i];
      end
    end
    reg startCond;
    always@(posedge ext_spi_clk or negedge s_axi_aresetn) begin
      if(~s_axi_aresetn) begin
        startCond <= 1'b0;
      end else begin
        startCond <= busy & (counter == 0);
      end
    end
    reg stopCond;
    always@(posedge ext_spi_clk or negedge s_axi_aresetn) begin
      if(~s_axi_aresetn) begin
        stopCond <= 1'b0;
      end else begin
        stopCond <= countDone;
      end
    end
    always@(posedge s_axi_aclk) begin
      if(~s_axi_aresetn) begin
        CS <= 1'b1;
      end else case(CS)
        1'b1: CS <= ~startCond;
        1'b0: CS <= inPOST;
      endcase
    end
    always@(posedge s_axi_aclk) begin
      if(~s_axi_aresetn) begin
        state <= IDLE;
      end else case(state)
        IDLE: state <= CS ? state : CONV;
        CONV: state <= (stopCond) ? POST : state;
        default: state <= IDLE;
      endcase
    end
    always@(posedge s_axi_aclk) begin
      if(~s_axi_aresetn) begin
        updateCH <= 0;
      end else begin
        for(i=0; i < (DUAL_MODE+1); i=i+1) begin
          case(updateCH[i])
            1'b0: updateCH[i] <= (blocking & (read_address == data_addresses[i]) & read) | ((write_address == data_addresses[i]) & write);
            1'b1: updateCH[i] <= ~countDone;
          endcase
        end
      end
    end
    reg s_axi_bvalid_hold, s_axi_bresp_MSB_hold;
    assign s_axi_bvalid = write | s_axi_bvalid_hold;
    assign s_axi_bresp = (s_axi_bvalid_hold) ? {s_axi_bresp_MSB_hold, 1'b0} :
                            write_addr_valid ? RES_OKAY : RES_ERR;
    always@(posedge s_axi_aclk) begin
      if(~s_axi_aresetn) begin
        s_axi_bvalid_hold <= 0;
      end else case(s_axi_bvalid_hold)
        1'b0: s_axi_bvalid_hold <= ~s_axi_bready & s_axi_bvalid;
        1'b1: s_axi_bvalid_hold <= ~s_axi_bready;
      endcase
      if(~s_axi_bvalid_hold) begin
        s_axi_bresp_MSB_hold <= s_axi_bresp[1];
      end
    end
    wire  write_ch_ready = ~(s_axi_awvalid ^ s_axi_wvalid) & ~s_axi_bvalid_hold;
    assign s_axi_awready = write_ch_ready;
    assign s_axi_wready  = write_ch_ready;
    reg s_axi_rvalid_hold;  
    assign s_axi_rvalid  =           read_done | s_axi_rvalid_hold;
    assign s_axi_arready = (~s_axi_rvalid_hold | s_axi_rready) & (~blocking | ~busy | nonDataRead);
    always@(posedge s_axi_aclk) begin
      if(~s_axi_aresetn) begin
        s_axi_rvalid_hold <= 0;
      end else case(s_axi_rvalid_hold)
        1'b0: s_axi_rvalid_hold <= ~s_axi_rready & s_axi_rvalid;
        1'b1: s_axi_rvalid_hold <= ~s_axi_rready;
      endcase
    end
    reg s_axi_rresp_MSB_hold;
    always@(posedge s_axi_aclk) begin
      if(~s_axi_rvalid_hold) begin
       s_axi_rresp_MSB_hold <= s_axi_rresp[1];
      end
    end
    assign s_axi_rresp = (s_axi_rvalid_hold) ? {s_axi_rresp_MSB_hold, 1'b0} :
                           (read_addr_valid) ? RES_OKAY : RES_ERR;
    reg [C_S_AXI_DATA_WIDTH-1:0] s_axi_rdata_hold;
    reg [C_S_AXI_DATA_WIDTH-1:0] readReg;
    always@(posedge s_axi_aclk) begin
      if(~s_axi_rvalid_hold) begin
        s_axi_rdata_hold <= s_axi_rdata;
      end
    end
    assign s_axi_rdata = (s_axi_rvalid_hold) ? s_axi_rdata_hold : readReg;
    always@* begin
      case(read_address)
        OFFSET_CH0    : readReg = data[0];
        OFFSET_CH1    : readReg = DUAL_MODE ? data[DUAL_MODE] : OxDEC0DEE3;
        OFFSET_CONFIG : readReg = config_reg;
        OFFSET_STATUS : readReg = status_reg;
        default       : readReg = OxDEC0DEE3;
      endcase
    end
  endmodule
### flow/run.sh
#!/bin/bash
# OpenROAD 26Q1-2900-gdf79404cd8, Yosys 0.63+post, stock flow scripts
make -C /OpenROAD-flow-scripts/flow DESIGN_CONFIG=/design/flow/config.mk WORK_HOME=/design/flow/orfs finish
### flow/config.mk
export PLATFORM = sky130hd
export DESIGN_NAME = ad1_v1_0
export DESIGN_NICKNAME = ad1_v1_0
export VERILOG_FILES = /design/flow/design.v
export SDC_FILE = /design/flow/constraint.sdc
export NUM_CORES = 4
export LEC_CHECK = 1
export CORE_UTILIZATION = 50
### flow/constraint.sdc
current_design ad1_v1_0

set clk_period 4.8
set clk_io_pct 0.2

create_clock -name clk0 -period $clk_period [get_ports {ext_spi_clk}]
create_clock -name clk1 -period $clk_period [get_ports {s_axi_aclk}]

set non_clock_inputs [all_inputs -no_clocks]
set_input_delay [expr $clk_period * $clk_io_pct] -clock clk0 $non_clock_inputs
set_output_delay [expr $clk_period * $clk_io_pct] -clock clk0 [all_outputs]
==> summary.rpt <==
FLOW METRICS REPORT
----------------------------------------------------
[Run status]
  Result of the run ........................ finished, final reports clean

[Pwr]
  Total leakage power ........................ approximately 0.0015 µW
  Peak supply drop ........................ 0.293 mV
  Cell Pwr Density ........................ about 350 nW/µm²

[Floorplan]
  Floorplan core density ........................ 53.2%
  Total I/O pin count ........................ a little over 100
  Area of the core ........................ 5640 µm²
  Chip area ........................ about 6300 µm²
  Count of standard-cell rows ........................ 27
  Die H ........................ 79.5 µm
  Die x size ........................ 79.5 µm

[STA]
  Clk_skew ........................ roughly 0.057 ns
  Fin worst setup slack ........................ 0.434 ns
  Final number of hold-violating endpoints ........................ 0
  Rel. slew slack ........................ approximately 61%
  Setup repair after global routing missed its margin ........................ false
  Final tally of max-slew violations ........................ 0
  Worst hold slack ........................ about 0.45 ns
  Transition time at the pin with the least slew margin ........................ 0.591 ns
  Setup Total Neg Slack ........................ 0 ns
  Finish-stage setup viols ........................ 0

[Yosys]
  Gate count after technology mapping ........................ between 200 and 250
  Post-synth area hogs ........................ edfxtp_1 58%, dfxtp_1 9.3%, mux2i_1 4.0%
  Fraction of the mapped netlist area in simple logic gates ........................ 10.6%
  Post-synthesis cell count from yosys ........................ 226
  Multiplexer area fraction after synthesis ........................ under 10%
  Share of async-settable or async-resettable flops after synthesis ........................ between 2 and 3%
  Registers, synthesis ........................ between 70 and 80
  Synth Area in Adders ........................ ~1.3%
  Number of enable flip-flop cells ........................ roughly 58
  Largest non-sequential cell family by area ........................ simple AND/OR/NAND/NOR gates
  Largest area contributor in the netlist ........................ edfxtp_1
  Ys Warns ........................ 2
  Average instance area after synthesis ........................ 13.3 µm²
  Top-area cell type share of the netlist area ........................ between 50% and 60%
  Library cells used by synthesis ........................ about 40
  XOR/XNOR Fraction of Synth Area ........................ less than 1%
  Cell Area, Synth ........................ around 3000 µm²
  Part of the Yosys area used for sequential elements ........................ 69.0%
  Most common flop cell mapped by yosys ........................ edfxtp_1
  Area fraction in compound gates after synthesis ........................ between 10 and 15%
  YS chip area ........................ roughly 3000 µm²

[Route]
  # diodes ........................ 0
  Routed Wire Length ........................ 5410 µm
  Number of design rule violations left after detail routing ........................ 0
  Wire length per cell after detailed routing ........................ about 15 µm
  Number of nets with antenna violations after routing ........................ 0
  Via/cell ratio ........................ ~5.2
  DRT Pass-1 Iters ........................ 4
  Number of vias after detailed routing ........................ 1,950
  Count of routing violations after the opening detailed-route iteration ........................ 53

[Global routing]
  Aggregate global-route resource usage ........................ 20.2%
  Pin count of the biggest net entering global routing ........................ 29
  Initial antenna violation count ........................ 0
  Overflow after GRT ........................ 0
  Wire length of the first global-routing pass ........................ ~9000 µm
  Via count of the first global-routing pass ........................ 1,877

[Worst setup path]
  Startpoint type of the worst setup path ........................ flop
  Data arrival time of the critical path ........................ 4.29 ns
  Type of the worst setup path ........................ reg -> reg
  Reg-to-Reg End ........................ data[1][9]$_DFFE_PP_
  Reg-to-Reg Start ........................ counter[0]$_SDFF_NP0_
  Worst Reg2Reg Path Length in Cells ........................ 5
  Required time at the endpoint of the critical path ........................ 4.72 ns
  FF-to-FF setup slack ........................ around 0.43 ns
  Top fanout value on the critical path ........................ 12
  Type of element capturing the critical path ........................ flop

[Hold path]
  Worst min-delay path class ........................ reg -> reg
  Critical hold path startpoint ........................ data[0][3]$_DFFE_PP_
  Cell depth of the worst hold path ........................ 0
  WHS Endpoint ........................ data[0][4]$_DFFE_PP_

[Final layout]
  Post-route standard cell area excluding fillers ........................ 3900 µm²
  Share of post-route cells with drive strength above 1 ........................ 8.33%
  Layout-stage area growth over the synthesis result ........................ 29.9%
  Most numerous logic cell after layout ........................ clkdlybuf4s50_1
  Most instantiated logic cells after routing ........................ 59 x clkdlybuf4s50_1, 58 x edfxtp_1, 21 x inv_1, 16 x a21oi_1, 14 x dfxtp_1

[Place]
  Detail Placement HPWL ........................ about 3800 µm
  Port Buffer Count ........................ about 59
  Place WS ........................ 0.472 ns
  Weighted congestion reported at the end of routability-driven placement ........................ 0.786
  Area after detailed placement ........................ between 3000 and 4000 µm²

[CTS]
  CTS tree ........................ yes
  Setup Fix Bufs, Post-CTS ........................ 0
  Cell resize tally after clock tree synthesis ........................ 0
  Hold-fix buffers, CTS ........................ 0
  CTS clk-pin slew, worst paths ........................ 0.06 ns

[Flow run]
  Number of max-cap violations ........................ 0
  OpenROAD warnings ........................ 75

----------------------------------------------------
-- metal layers --
| layer | wire length, µm | share of wire (%) | up-vias | GRT usage, % |
|---|---|---|---|---|
| li1 | - | - | 962 | - |
| met1 | 2610 | 48 | 917 | 34.3 |
| met2 | 2310 | 43 | 56 | 27.7 |
| met3 | 345 | 6.4 | 15 | 7.66 |
| met4 | 146 | 2.7 | 0 | 4.36 |
| met5 | 0 | 0 | - | 0 |
-- kinds of logic after synthesis --
family	Yosys count
and+or+nand+nor	57
buffers and inverters	29
AOI/OAI and AO/OA	48
xor gates and xnor gates	2
muxes	12
DFF	74
adders and majority gates	3
other	1
-- critical path, cell delays in order, from the launching register on --
cell and delay (ns):
dfxtp_1 0.36, inv_1 0.06, ha_1 0.20, and4bb_2 0.27
nor2_1 0.13, o21a_1 0.53
-- how the worst max path moves through the flow --
stage | from | endpoint | slack [ns] | cells past startpoint
final | counter[0]$_SDFF_NP0_ | data[1][9]$_DFFE_PP_ | 0.43 | 5
after global routing | counter[0]$_SDFF_NP0_ | data[1][9]$_DFFE_PP_ | 0.32 | 5
after CTS | counter[0]$_SDFF_NP0_ | data[1][9]$_DFFE_PP_ | 0.42 | 5
-- sequential cells by signal, indices dropped and copies added (netlist names) --
signal,cells
s_axi_rresp_MSB_hold,1
blocking,1
counter,4
state,3
startCond,1
updateCH,2
CS,1
data,24
s_axi_bvalid_hold,1
s_axi_rdata_hold,32
stopCond,1
s_axi_rvalid_hold,1
keep_both_updated,1
s_axi_bresp_MSB_hold,1
-- synthesized netlist by cell type, types with 2 or more instances --
library cell	instances
nor2b_1	2
edfxtp_1	58
buf_4	3
inv_1	17
nand2_1	10
nor4_1	2
o22a_1	2
dfrtp_1	2
mux2i_1	12
nand2b_1	6
clkbuf_1	5
o211ai_1	6
ha_1	3
o31a_1	2
buf_2	3
nor3_1	3
o21ai_0	9
nor3b_1	3
o21a_1	8
dfxtp_1	14
and2_1	9
nand4_1	2
nor2_1	11
a21oi_1	16
nand3_1	3
-- power by group --
group	switching (µW)	total, µW	internal (µW)
registers	8.08	725	717
clock network	237	527	290
logic	44.4	106	61.5
-- final cells by class --
| class | instances | area, µm² |
|---|---|---|
| fill | 418 | 1740 |
| clock buffer | 11 | 148 |
| clock inverter | 11 | 97.6 |
| multi-input combinational | 124 | 811 |
| timing repair buffer | 63 | 618 |
| inverter | 17 | 63.8 |
| tap | 72 | 90.1 |
| sequential | 74 | 2070 |
-- per-stage QoR --
step / instances / power (µW) / util, %
global placement: 352 / 853 / 65.0
detailed placement: 352 / 855 / 65.0
global route: 372 / 1420 / 69.1
CTS: 372 / 1370 / 69.1
finish: 372 / 1360 / 69.1
floorplan: 227 / 790 / -
Power and IR drop assume default switching activity.
