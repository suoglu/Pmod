[flow/run.sh]
#!/bin/bash
# OpenROAD 26Q1-2900-gdf79404cd8, Yosys 0.63+post, stock flow scripts
make -C /OpenROAD-flow-scripts/flow DESIGN_CONFIG=/design/flow/config.mk WORK_HOME=/design/flow/orfs finish
[flow/config.mk]
export PLATFORM = sky130hd
export DESIGN_NAME = tc1_v1_0
export DESIGN_NICKNAME = tc1_v1_0
export VERILOG_FILES = /design/flow/design.v
export SDC_FILE = /design/flow/constraint.sdc
export NUM_CORES = 4
export LEC_CHECK = 1
export CORE_UTILIZATION = 40
[flow/constraint.sdc]
current_design tc1_v1_0

set clk_period 6.2
set clk_io_pct 0.2

create_clock -name clk0 -period $clk_period [get_ports {ext_spi_clk}]
create_clock -name clk1 -period $clk_period [get_ports {s_axi_aclk}]

set non_clock_inputs [all_inputs -no_clocks]
set_input_delay [expr $clk_period * $clk_io_pct] -clock clk0 $non_clock_inputs
set_output_delay [expr $clk_period * $clk_io_pct] -clock clk0 [all_outputs]
[flow/design.v]
`timescale 1 ns / 1 ps
  module tc1_v1_0 #(
    parameter BUFFERED_REGS  = 1,
    parameter UPDATE_TIMER   = 1,
    parameter TIMER_CYCLES   = 3200,  
    parameter SOFT_TIMER     = 0,
    parameter SOFT_TIMER_MW  = 32,  
    parameter INIT_CONF_QUI  = 0,
    parameter INIT_CONF_TAU  = 0,
    parameter INIT_CONF_MAN  = 1,
    parameter INIT_CONF_AUT  = 0,
    parameter OFFSET_JUNC_TEMP =  0,
    parameter OFFSET_INT_TEMP  =  4,
    parameter OFFSET_RAW_DATA  =  8,
    parameter OFFSET_FAULT     = 12,
    parameter OFFSET_STATUS    = 16,
    parameter OFFSET_CONFIG    = 20,
    parameter OFFSET_TIMER_LMT = 24,
    parameter C_S_AXI_DATA_WIDTH = 32,
    parameter C_S_AXI_ADDR_WIDTH = 5
  )(
    input wire  s_axi_aclk,
    input wire  s_axi_aresetn,
    input wire [C_S_AXI_ADDR_WIDTH-1:0] s_axi_awaddr,
    input wire [2:0] s_axi_awprot,
    input wire  s_axi_awvalid,
    output wire  s_axi_awready,
    input wire [C_S_AXI_DATA_WIDTH-1:0] s_axi_wdata,
    input wire [(C_S_AXI_DATA_WIDTH/8)-1:0] s_axi_wstrb,
    input wire  s_axi_wvalid,
    output wire  s_axi_wready,
    output wire [1:0] s_axi_bresp,
    output wire  s_axi_bvalid,
    input wire  s_axi_bready,
    input wire [C_S_AXI_ADDR_WIDTH-1:0] s_axi_araddr,
    input wire [2:0] s_axi_arprot,
    input wire  s_axi_arvalid,
    output wire  s_axi_arready,
    output wire [C_S_AXI_DATA_WIDTH-1:0] s_axi_rdata,
    output wire [1:0] s_axi_rresp,
    output wire  s_axi_rvalid,
    input wire  s_axi_rready,
    input wire ext_spi_clk,  
    output wire SCLK,
    output wire CSn,
    input wire MISO
  );
    integer i;
    localparam OxDEC0DEE3 = 3737181923;  
    localparam RES_OKAY = 2'b00,
               RES_ERR  = 2'b10;  
    assign SCLK = (~CSn) ? ext_spi_clk : 1'b0;
    wire [C_S_AXI_ADDR_WIDTH-1:0] write_address = s_axi_awaddr;
    wire [C_S_AXI_ADDR_WIDTH-1:0]  read_address = s_axi_araddr;
    wire write = s_axi_awvalid & s_axi_wvalid & s_axi_wready;
    wire  read = s_axi_arvalid & s_axi_arready;
    wire configWrite = (write_address == OFFSET_CONFIG) & write;
    wire [C_S_AXI_DATA_WIDTH-1:0] data_to_write = s_axi_wdata;  
    reg timer_update, auto_update, quick_update, manual_update;
    localparam INIT_CONF = INIT_CONF_QUI | (INIT_CONF_AUT << 1) | (INIT_CONF_TAU << 2) | (INIT_CONF_MAN << 3);
    wire [3:0] config_reg = {manual_update, timer_update, auto_update, quick_update};
    always@(posedge s_axi_aclk) begin
      if(~s_axi_aresetn) begin
        {manual_update, timer_update, auto_update, quick_update} <= INIT_CONF;
      end else if(configWrite) begin
        {manual_update, timer_update, auto_update, quick_update} <= data_to_write;
      end
    end
    localparam IDLE  = 1'b0,
             UPDATE  = 1'b1;
    reg state;
    wire inIDLE   = (state == IDLE);
    wire inUPDATE = (state == UPDATE);
    assign CSn = inIDLE;
    localparam TIMER_WIDTH = SOFT_TIMER ? SOFT_TIMER_MW : $clog2(TIMER_CYCLES);
    reg [TIMER_WIDTH-1:0] timer;
    reg [TIMER_WIDTH-1:0] timer_limit_conf;
    generate
      if(UPDATE_TIMER) begin
        always@(posedge s_axi_aclk) begin
          if(~s_axi_aresetn | inUPDATE) begin
            timer <= 0;
          end else begin
            timer <= timer + timer_update;
          end
        end
      end
    endgenerate
    generate
      if(SOFT_TIMER) begin
        wire timerLimitWrite = (write_address == OFFSET_TIMER_LMT) & write;
        always@(posedge s_axi_aclk) begin
          if(~s_axi_aresetn) begin
            timer_limit_conf <= TIMER_CYCLES;
          end else if(timerLimitWrite) begin
            timer_limit_conf <= data_to_write;
          end
        end
      end
    endgenerate
    wire [TIMER_WIDTH-1:0] timer_limit = SOFT_TIMER ? timer_limit_conf : TIMER_CYCLES;
    wire timer_done = UPDATE_TIMER & (timer == timer_limit);
    reg [13:0] junc_t[BUFFERED_REGS:0];
    reg [11:0] internal_t[BUFFERED_REGS:0];
    reg fault_main[BUFFERED_REGS:0];
    reg [2:0] faults[BUFFERED_REGS:0];  
    wire [31:0] raw_data;
    assign raw_data = {junc_t[BUFFERED_REGS], 1'b0, fault_main[BUFFERED_REGS], internal_t[BUFFERED_REGS], 1'b0, faults[BUFFERED_REGS]};
    generate
      if(BUFFERED_REGS) begin : data_buffers_gen
        always@(posedge s_axi_aclk) begin
          if(CSn) begin
            junc_t[1] <= junc_t[0];
            fault_main[1] <= fault_main[0];
            internal_t[1] <= internal_t[0];
            faults[1] <= faults[0];
          end
        end
      end
    endgenerate
    reg [5:0] tx_counter;
    always@(posedge ext_spi_clk) begin
      if(CSn) begin
        tx_counter <= 0;
      end else begin
        tx_counter <= tx_counter + 1;
      end
    end
    reg quickRead;
    always@(posedge s_axi_aclk) begin
      if(inIDLE) begin
        quickRead <= quick_update &  
                  ((manual_update & (write_address == OFFSET_JUNC_TEMP) & write) |
                   (  auto_update & ( read_address == OFFSET_JUNC_TEMP) & read ));
      end
    end
    wire [5:0] tx_counter_limit = quickRead ? 6'd15 : 6'd32;
    wire tx_counter_done = (tx_counter == tx_counter_limit);
    wire getting_junc_t = ~CSn & (tx_counter < 6'd14);
    wire getting_fault_main = ~CSn & (tx_counter == 6'd15);
    wire getting_internal_t = ~CSn & (6'd28 > tx_counter) & (tx_counter > 6'd15);
    wire getting_faults = ~CSn & (6'd28 < tx_counter);
    always@(posedge ext_spi_clk) begin
      junc_t[0]     <= (getting_junc_t)     ?     {junc_t[0][12:0], MISO} :     junc_t[0];
      fault_main[0] <= (getting_fault_main) ?                    MISO     : fault_main[0];
      internal_t[0] <= (getting_internal_t) ? {internal_t[0][10:0], MISO} : internal_t[0];
      faults[0]     <= (getting_faults)     ?      {faults[0][1:0], MISO} :     faults[0];
    end
    wire addressed_temp = (read_address == OFFSET_JUNC_TEMP)|
                          (read_address == OFFSET_INT_TEMP) |
                          (read_address == OFFSET_RAW_DATA) ;
    wire read_addr_valid =          addressed_temp            |
                           (read_address == OFFSET_FAULT)     |
                           (read_address == OFFSET_STATUS)    |
                           (read_address == OFFSET_CONFIG)    |
             (SOFT_TIMER & (read_address == OFFSET_TIMER_LMT));
    wire write_temp = (write_address == OFFSET_JUNC_TEMP)|
                      (write_address == OFFSET_INT_TEMP) |
                      (write_address == OFFSET_RAW_DATA) ;
    wire write_addr_valid =   (write_temp & manual_update)    |
                             (write_address == OFFSET_CONFIG) |
            (SOFT_TIMER & (write_address == OFFSET_TIMER_LMT));
    wire busy = ~CSn;
    wire with_buffers = BUFFERED_REGS;
    wire with_timer = UPDATE_TIMER;
    wire [2:0] status_reg = {with_buffers, with_timer, busy};
    wire start_tx = timer_done | (auto_update & addressed_temp & read) | (write_temp & manual_update & write);
    always@(negedge ext_spi_clk or negedge s_axi_aresetn) begin
      if(~s_axi_aresetn) begin
        state <= IDLE;
      end else case(state)
        IDLE:   state <=     (start_tx)    ? UPDATE : state;
        UPDATE: state <= (tx_counter_done) ? IDLE   : state;
      endcase
    end
    reg s_axi_bvalid_hold, s_axi_bresp_MSB_hold;
    assign s_axi_bvalid = write | s_axi_bvalid_hold;
    assign s_axi_bresp = (s_axi_bvalid_hold) ? {s_axi_bresp_MSB_hold, 1'b0} :
                            write_addr_valid ? RES_OKAY : RES_ERR;
    always@(posedge s_axi_aclk) begin
      if(~s_axi_aresetn) begin
        s_axi_bvalid_hold <= 0;
      end else case(s_axi_bvalid_hold)
        1'b0: s_axi_bvalid_hold <= ~s_axi_bready & s_axi_bvalid;
        1'b1: s_axi_bvalid_hold <= ~s_axi_bready;
      endcase
      if(~s_axi_bvalid_hold) begin
        s_axi_bresp_MSB_hold <= s_axi_bresp[1];
      end
    end
    wire  write_ch_ready = ~(s_axi_awvalid ^ s_axi_wvalid) & ~s_axi_bvalid_hold;
    assign s_axi_awready = write_ch_ready;
    assign s_axi_wready  = write_ch_ready;
    reg auto_update_done;
    always@(posedge s_axi_aclk) begin
      if(~s_axi_aresetn | ~s_axi_arvalid) begin
        auto_update_done <= 0;
      end else begin
        auto_update_done <= auto_update_done | tx_counter_done;
      end
    end
    wire readReady = ~auto_update ?     1      :
          (~addressed_temp | auto_update_done) ; 
    reg s_axi_rvalid_hold;  
    assign s_axi_rvalid  =       (s_axi_arvalid & readReady) | s_axi_rvalid_hold;
    assign s_axi_arready = (~s_axi_rvalid_hold | s_axi_rready) & readReady;
    always@(posedge s_axi_aclk) begin
      if(~s_axi_aresetn) begin
        s_axi_rvalid_hold <= 0;
      end else case(s_axi_rvalid_hold)
        1'b0: s_axi_rvalid_hold <= ~s_axi_rready & s_axi_rvalid;
        1'b1: s_axi_rvalid_hold <= ~s_axi_rready;
      endcase
    end
    reg s_axi_rresp_MSB_hold;
    always@(posedge s_axi_aclk) begin
      if(~s_axi_rvalid_hold) begin
       s_axi_rresp_MSB_hold <= s_axi_rresp[1];
      end
    end
    assign s_axi_rresp = (s_axi_rvalid_hold) ? {s_axi_rresp_MSB_hold, 1'b0} :
                           (read_addr_valid) ? RES_OKAY : RES_ERR;
    reg [C_S_AXI_DATA_WIDTH-1:0] s_axi_rdata_hold;
    reg [C_S_AXI_DATA_WIDTH-1:0] readReg;
    always@(posedge s_axi_aclk) begin
      if(~s_axi_rvalid_hold) begin
        s_axi_rdata_hold <= s_axi_rdata;
      end
    end
    assign s_axi_rdata = (s_axi_rvalid_hold) ? s_axi_rdata_hold : readReg;
    wire [13:0] junc_t_read = junc_t[BUFFERED_REGS];
    wire [11:0] internal_t_read = internal_t[BUFFERED_REGS];
    wire [2:0] faults_read = faults[BUFFERED_REGS];
    always@* begin
      case(read_address)
        OFFSET_JUNC_TEMP : readReg = junc_t_read;
        OFFSET_INT_TEMP  : readReg = internal_t_read;
        OFFSET_RAW_DATA  : readReg = raw_data;
        OFFSET_FAULT     : readReg = faults_read;
        OFFSET_STATUS    : readReg = status_reg;
        OFFSET_CONFIG    : readReg = config_reg;
        OFFSET_TIMER_LMT : readReg = SOFT_TIMER ? timer_limit_conf : OxDEC0DEE3;
        default          : readReg = OxDEC0DEE3;
      endcase
    end
  endmodule
==> reports/qor.csv <==
metric,value,unit
ys_seq_share,0.676,
synthTopCellsByCount,"edfxtp_1, nand2_1, dfxtp_1",
vias,3125,
grt_overflow,0,
worst-slew-pin-transition,0.657,ns
edf_count,95,
vdd_ir_drop_max,0.180,mV
numPortBuffers,62,
dr.pass1.iters,4,
drtIter0Drc,215,
fp.dieH,114,um
syn_area,5000,sq um
top_area_cell,edfxtp_1,
skew,0.0443,ns
grt_max_degree,49,
postSynthAreaPerCell,13.6,sq um
p_sw_frac,0.199,
drc_errors,0,
area_growth_syn_to_layout,27.9,%
yosysChipArea,5000,sq um
area_leaders,"edfxtp_1, dfxtp_1, a2bb2oi_1",
fin_tns_setup,0,ns
endpoint_kind,output port,
warnings,67,
grt_pass1_vias,2988,
layout-drive-gt1-share,0.134,
cap_violations,0,
power.share.clock,0.468,
clkSlewWorstSetupHoldPaths,0.05,ns
drv_slew,0,
ys_async_sr_fraction,0.00826,
combPwrFrac,0.062,
place_hpwl,6.59,mm
crit_chain,mux4_2 > a221oi_4 > a21oi_2 > clkbuf_2,
cp_slowest_cell,mux4_2,
die_x,114,um
max_stage_delay,0.49,ns
synth_top_flop_cell,edfxtp_1,
p_int,1580,uW
critical_path_class,flip-flop to output port,
hold_depth,0,
postSynthCellCount,367,
finalNonFillerCells,617,
std_cell_rows,40,
outcome,completed,
yosysTopAreaCellShare,0.570,
hold_buffers,0,
p_per_area,308,nW/um^2
rr_worst_depth,7,
required,4.96,ns
pin_count,104,
wl_per_cell,15.9,um
vias_per_cell,5.06,
p_seq_frac,0.470,
antenna_found_initial,0,
cp-start-kind,flip-flop,
fp.coreArea,12100,sq um
ys_types,58,
finalHoldViolCount,0,
leakage,0.00224,uW
ys_cells,367,
setup_violations,0,
hold_class,flip-flop to flip-flop,
ant_nets,0,
gp_congestion,0.800,
cts_tree,yes,
dp_cells,588,
synth_flops,121,
path_max_fanout,2,
wirelength,9.82,mm
diodes,0,
grt_first_pass_wirelength,15.3,mm
grt_setup_unrepaired,no,
die_area,13000,sq um
track_usage,0.164,
arrival,4.82,ns
fp_util,0.413,
utilization,0.528,
top_cell,edfxtp_1,
yosys_warnings,5,
p_switching,393,uW
slew_headroom,0.559,
## state kept, by name, summed over array words and instances (netlist names), 2 cells and up
| register | flops |
|---|---|
| faults | 6 |
| tx_counter | 6 |
| timer | 12 |
| internal_t | 24 |
| junc_t | 28 |
| fault_main | 2 |
| s_axi_rdata_hold | 32 |
## path summary, 6_finish.rpt
kind / slack [ns] / end / start
worst max-delay path: 0.14 / s_axi_rdata[0] / state
worst min-delay path: 0.44 / internal_t[0][3] / internal_t[0][2]
worst max register to register: 1.18 / timer[11] / state
worst min register to register: 0.44 / internal_t[0][3] / internal_t[0][2]
max in group clk1: 1.18 / timer[11] / state
max in group asynchronous: 1.80 / state / s_axi_aresetn
min in group clk1: 0.48 / faults[1][2] / faults[0][2]
min in group asynchronous: 4.09 / state / s_axi_aresetn
## layer usage
metal / share of wire / track usage / routed length (um) / vias up
li1: - / - / - / 1537
met3: 0.076 / 0.0644 / 747 / 14
met5: 0 / 0 / 0 / -
met2: 0.41 / 0.211 / 4030 / 99
met4: 0.018 / 0.0303 / 172 / 0
met1: 0.50 / 0.285 / 4870 / 1475
## layout make-up
type / instances / area (sq um)
Clock inverter: 5 / 55.1
Tap cell: 168 / 210
Multi-Input combinational cell: 213 / 1490
Fill cell: 1014 / 5720
Timing Repair Buffer: 76 / 718
Inverter: 11 / 41.3
Clock buffer: 23 / 505
Sequential cell: 121 / 3380
## logic make-up after synthesis
family	count (synthesis)	synth area share
other	1	0.000750
flip-flops	121	0.676
AND/OR/NAND/NOR	112	0.118
adder cells (fa/ha/maj)	5	0.0125
buffers and inverters	34	0.0343
XOR/XNOR	13	0.0228
AND-OR/OR-AND	65	0.0996
multiplexers	16	0.0368
## power groups by stage
| stage | registers (uW) | logic [uW] | clock network (uW) |
|---|---|---|---|
| finish | 928 | 123 | 922 |
| global route | 931 | 134 | 976 |
| CTS | 928 | 122 | 944 |
## repair_timing
item                       4_1_cts  5_1_grt
setup endpoints to repair        1        1
pin swaps                        1        1
gates resized                    2        4
buffers inserted                 0        2
## cell usage in the layout (no fill, tap or decap), types with 3 or more instances in the layout
cell	synthesis	final
nor2_1	23	23
xnor2_1	7	7
nand2_1	38	38
nand3b_1	3	3
clkbuf_16	0	18
nor4_1	3	3
clkbuf_8	0	3
xor2_1	6	6
nand3_1	10	10
clkdlybuf4s50_1	0	61
dfxtp_1	25	25
ha_1	5	5
nand4_1	3	3
nand2b_1	3	3
mux2_2	9	9
a2bb2oi_1	18	18
buf_4	5	15
nor2b_1	5	5
inv_1	10	9
edfxtp_1	95	95
nor3_1	7	7
mux2i_1	6	6
a32o_1	3	3
a21oi_1	6	5
o21ai_0	11	11
and3_1	3	3
a22oi_1	8	8
and2_1	3	3
clkinv_1	1	3
## through the flow
step,total power [uW],hold slack (ns),instance area [sq um],setup WS [ns]
2_1_floorplan,998,0.400,5000,0.673
3_3_place_gp,1070,0.405,5810,0.196
3_5_place_dp,1070,0.405,5810,0.201
4_1_cts,1990,0.440,6370,0.0121
5_1_grt,2040,0.448,6400,0.0746
6_report,1970,0.441,6400,0.136
## worst max-delay path: cells and delay by family, from the launching register on
kind,cells,cell delay [ns]
compound gates,2,0.36
buf+inv,1,0.11
flops,1,0.33
mux,1,0.49
Power is estimated from default activity; no workload was simulated.
