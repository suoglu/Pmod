==> /design/flow/run.sh <==
#!/bin/bash
# OpenROAD 26Q1-2900-gdf79404cd8, Yosys 0.63+post, stock flow scripts
make -C /OpenROAD-flow-scripts/flow DESIGN_CONFIG=/design/flow/config.mk WORK_HOME=/design/flow/orfs finish
==> /design/flow/config.mk <==
export PLATFORM = sky130hd
export DESIGN_NAME = tmp2
export DESIGN_NICKNAME = tmp2
export VERILOG_FILES = /design/flow/design.v
export SDC_FILE = /design/flow/constraint.sdc
export NUM_CORES = 4
export LEC_CHECK = 1
export CORE_UTILIZATION = 40
==> /design/flow/constraint.sdc <==
current_design tmp2

set clk_period 3.8
set clk_io_pct 0.2

create_clock -name clk0 -period $clk_period [get_ports {clk}]
create_clock -name clk1 -period $clk_period [get_ports {clkI2Cx2}]

set non_clock_inputs [all_inputs -no_clocks]
set_input_delay [expr $clk_period * $clk_io_pct] -clock clk0 $non_clock_inputs
set_output_delay [expr $clk_period * $clk_io_pct] -clock clk0 [all_outputs]
==> /design/flow/design.v <==
module tmp2(
  input clk,
  input rst,
  input clkI2Cx2,  
  input  SCL_i,
  output SCL_o,
  output SCL_t,
  input  SDA_i,
  output SDA_o,
  output SDA_t,
  input [1:0] address_bits,
  input shutdown,
  input resolution,
  input sps1,
  input comparator_mode,
  input polarity_ct,
  input polarity_int,
  input [1:0] fault_queue,
  output reg i2cBusy,
  output busy,
  input sw_rst,
  input update,
  input one_shot,
  input write_temperature,
  input [1:0] write_temp_target,
  output reg valid_o,
  output reg [15:0] temperature_o,
  input [15:0] temperature_i);
  localparam  SW_RESET = 8'h2F,
            CONFIG_PTR = 8'h03,
          AMB_TEMP_PTR = 8'h00,
          HYS_TEMP_PTR = 8'h0A,
          LOW_TEMP_PTR = 8'h06,
         HIGH_TEMP_PTR = 8'h04,
         CRIT_TEMP_PTR = 8'h08;
  localparam SPS1_MODE = 2'b10,
          ONESHOT_MODE = 2'b01,
         SHUTDOWN_MODE = 2'b11,
       CONTINUOUS_MODE = 2'b00;
  localparam T_LOW = 2'd2,  
            T_HIGH = 2'd3,  
            T_CRIT = 2'd1,  
            T_HYST = 2'd0;  
  localparam I2C_READY = 3'b000,
             I2C_START = 3'b001,
             I2C_ADDRS = 3'b011,
             I2C_WRITE = 3'b110,
         I2C_WRITE_ACK = 3'b010,
              I2C_READ = 3'b111,
          I2C_READ_ACK = 3'b101,
              I2C_STOP = 3'b100;
  reg [2:0] I2C_state;
  wire I2C_done;
  wire I2CinReady, I2CinStart, I2CinAddrs, I2CinWrite, I2CinWriteAck, I2CinRead, I2CinReadAck, I2CinStop, I2CinAck;
  reg I2CinAck_d, I2CinStop_d, SDA_d_i2c;
  reg SCLK;  
  wire SDA, SCL;
  wire SCL_claim;
  wire SDA_claim;
  wire SDA_write;
  localparam IDLE = 3'h0,
           SW_RST = 3'h7,
           UPDATE = 3'h1,
           CONFIG = 3'h3,
         ONE_SHOT = 3'h5,
         SHUTDOWN = 3'h2,
        WRITE_TMP = 3'h4,
        WRITE_PTR = 3'h6;
  reg [2:0] state;
  wire inIdle, inSWreset, inUpdate, inConfig, inOneShot, inShutdown, inWriteTmp, inWritePtr;
  localparam FIX_ADDRS = 5'b10010;
  wire [7:0] addressByte, configByte;
  wire read_nwrite;
  reg SDA_d;
  wire startCondition, stopCondition;  
  wire SDA_negedge, SDA_posedge;
  reg [7:0] send_buffer, send_buffer_write;
  wire send_upload, send_shift;
  reg [1:0] byteCounter;
  reg [2:0] bitCounter;
  reg byteCountDone;
  wire bitCountDone;
  wire byteCountUp;
  wire ch_config;
  reg resolution_reg, comparator_mode_reg, polarity_ct_reg, polarity_int_reg, sps1_reg;
  reg [1:0] fault_queue_reg;
  reg [1:0] op_mode;
  wire register_rst;
  assign addressByte = {FIX_ADDRS,address_bits,read_nwrite};
  assign configByte = {resolution,op_mode,comparator_mode,polarity_int,polarity_ct,fault_queue};
  always@* begin
    if(inOneShot) begin
      op_mode = ONESHOT_MODE;
    end else if(shutdown) begin
      op_mode = SHUTDOWN_MODE;
    end else if(sps1) begin
      op_mode = SPS1_MODE;
    end else begin
      op_mode = CONTINUOUS_MODE;
    end
  end
  assign ch_config = (resolution_reg != resolution) | (comparator_mode_reg != comparator_mode) | (fault_queue_reg != fault_queue) | (polarity_ct_reg != polarity_ct) | (polarity_int_reg != polarity_int) | (sps1_reg != sps1);
  assign read_nwrite = inUpdate;
  assign I2C_done = I2CinStop & ~I2CinStop_d;
  assign busy = ~I2CinReady;
  assign register_rst = rst | sw_rst;
  always@(posedge clk or posedge rst) begin  
    if(rst) begin
      valid_o <= 1'b0;
    end else case(valid_o)
      1'b0: valid_o <= I2C_done & inUpdate & byteCountDone;
      1'b1: valid_o <= ~I2CinStart;
    endcase
  end
  always@(negedge clkI2Cx2) begin
    if(I2CinRead & SCL & inUpdate) begin
      temperature_o <= {temperature_o[14:0], SDA};
    end
  end
  always@(posedge clk or posedge register_rst) begin
    if(register_rst) begin
      fault_queue_reg <= 2'd0;
      resolution_reg <= 1'd0;
      comparator_mode_reg <= 1'd0;
      polarity_ct_reg <= 1'd0;
      polarity_int_reg <= 1'd0;
      sps1_reg <= 1'd0;
    end else begin
      if(ch_config & inConfig) begin
        fault_queue_reg <= fault_queue;
        resolution_reg <= resolution;
        comparator_mode_reg <= comparator_mode;
        polarity_ct_reg <= polarity_ct;
        polarity_int_reg <= polarity_int;
        sps1_reg <= sps1;
      end
    end
  end
  assign     I2CinRead = (I2C_state == I2C_READ);
  assign     I2CinStop = (I2C_state == I2C_STOP);
  assign    I2CinReady = (I2C_state == I2C_READY);
  assign    I2CinStart = (I2C_state == I2C_START);
  assign    I2CinAddrs = (I2C_state == I2C_ADDRS);
  assign    I2CinWrite = (I2C_state == I2C_WRITE);
  assign  I2CinReadAck = (I2C_state == I2C_READ_ACK);
  assign I2CinWriteAck = (I2C_state == I2C_WRITE_ACK);
  assign      I2CinAck = I2CinWriteAck | I2CinReadAck;
  assign         inIdle = (state == IDLE);
  assign       inConfig = (state == CONFIG);
  assign       inUpdate = (state == UPDATE);
  assign      inSWreset = (state == SW_RST);
  assign      inOneShot = (state == ONE_SHOT);
  assign     inShutdown = (state == SHUTDOWN);
  assign     inWriteTmp = (state == WRITE_TMP);
  assign     inWritePtr = (state == WRITE_PTR);
  always@(posedge clk or posedge rst) begin
    if(rst) begin
      state <= SW_RST;
    end else case(state)
      SW_RST    : state <= (I2C_done) ? IDLE : state;
      UPDATE    : state <= (I2C_done) ? ((shutdown) ? SHUTDOWN : IDLE) : state;
      WRITE_PTR : state <= (I2C_done) ? ((shutdown) ? SHUTDOWN : IDLE) : state;
      ONE_SHOT  : state <= (I2C_done) ? SHUTDOWN : state;
      CONFIG    : state <= (I2C_done) ? WRITE_PTR : state;
      WRITE_TMP : state <= (I2C_done) ? WRITE_PTR : state;
      SHUTDOWN  : begin 
        if(sw_rst) begin
          state <= SW_RST;
        end else if(~shutdown | ch_config) begin
          state <= CONFIG;
        end else if(write_temperature) begin
          state <= WRITE_TMP;
        end else if(one_shot) begin
          state <= ONE_SHOT;
        end else if(update) begin
          state <= UPDATE;
        end
      end
      IDLE      : begin 
        if(sw_rst) begin
          state <= SW_RST;
        end else if(shutdown | ch_config) begin
          state <= CONFIG;
        end else if(write_temperature) begin
          state <= WRITE_TMP;
        end else if(one_shot) begin
          state <= ONE_SHOT;
        end else if(update) begin
          state <= UPDATE;
        end
      end
    endcase
  end
  always@(negedge clkI2Cx2 or posedge rst) begin
      if(rst) begin
          I2C_state <= I2C_READY;
        end else case(I2C_state)
            I2C_READY     : I2C_state <= (~(inIdle | inShutdown) & SCLK & ~i2cBusy) ? I2C_START : I2C_state;
            I2C_START     : I2C_state <= (~SCL) ? I2C_ADDRS : I2C_state;
            I2C_ADDRS     : I2C_state <= (~SCL & bitCountDone) ? I2C_WRITE_ACK : I2C_state;
            I2C_WRITE_ACK : I2C_state <= (~SCL) ? ((~SDA_d_i2c & ~byteCountDone) ? ((~read_nwrite) ? I2C_WRITE : I2C_READ): I2C_STOP) : I2C_state;
            I2C_WRITE     : I2C_state <= (~SCL & bitCountDone) ? I2C_WRITE_ACK : I2C_state;
            I2C_READ      : I2C_state <= (~SCL & bitCountDone) ? I2C_READ_ACK : I2C_state;
            I2C_READ_ACK  : I2C_state <= (~SCL) ? ((byteCountDone) ? I2C_STOP : I2C_READ) : I2C_state;
            I2C_STOP      : I2C_state <= (SCL) ? I2C_READY : I2C_state;
          endcase
    end
  assign SCL = (SCL_claim) ?    SCLK   : SCL_i;
  assign SDA = (SDA_claim) ? SDA_write : SDA_i;
  assign SCL_o = SCL;
  assign SDA_o = SDA;
  assign SCL_claim = ~I2CinReady;
  assign SDA_claim = I2CinStart | I2CinAddrs | I2CinWrite | I2CinReadAck | I2CinStop;
  assign SCL_t = ~SCL_claim;
  assign SDA_t = ~SDA_claim;
  assign SDA_write = (I2CinStart | I2CinReadAck | I2CinStop) ? (I2CinReadAck & byteCountDone) : send_buffer[7];
  assign send_upload = I2CinStart | I2CinWriteAck;
  assign send_shift = I2CinAddrs | I2CinWrite;
  always@(negedge clkI2Cx2) begin 
    if(send_upload)
      send_buffer <= send_buffer_write;
    else if(send_shift & ~SCL & |bitCounter)
      send_buffer <= {send_buffer << 1};
  end
  always@* begin  
    case(byteCounter)
      2'd3: end_buffer_write = addressByte;  
      2'd0:  
        case(state)
             SW_RST: send_buffer_write = SW_RESET;
             CONFIG: send_buffer_write = CONFIG_PTR;
           ONE_SHOT: send_buffer_write = CONFIG_PTR;
          WRITE_PTR: send_buffer_write = AMB_TEMP_PTR;
          WRITE_TMP: 
            case(write_temp_target)
               T_LOW: send_buffer_write = LOW_TEMP_PTR;
              T_HYST: send_buffer_write = HYS_TEMP_PTR;
              T_HIGH: send_buffer_write = HIGH_TEMP_PTR;
              T_CRIT: send_buffer_write = CRIT_TEMP_PTR;
            endcase
          default: send_buffer_write = 8'h0;
        endcase
      2'd1:
        case(state)
             CONFIG: send_buffer_write = configByte;
           ONE_SHOT: send_buffer_write = configByte;
          WRITE_TMP: send_buffer_write = (write_temp_target == T_HYST) ? temperature_i[7:0] : temperature_i[15:8];
            default: send_buffer_write = 8'h0;
        endcase
      2'd2: send_buffer_write = temperature_i[7:0];
    endcase
  end
  always@(posedge clk) begin
    SDA_d <= SDA;
    I2CinAck_d <= I2CinAck;
    I2CinStop_d <= I2CinStop;
  end
  always@(negedge clkI2Cx2) begin
    SDA_d_i2c <= SDA;
  end
  assign    SDA_negedge  = ~SDA &  SDA_d;
  assign    SDA_posedge  =  SDA & ~SDA_d;
  assign  stopCondition  =  SCL & SDA_posedge;
  assign startCondition  =  SCL & SDA_negedge;
  assign bitCountDone = ~|bitCounter;
  always@(posedge SCL) begin
    if(I2CinAck|I2CinStart) begin
      bitCounter <= 3'd0;
    end else begin
      bitCounter <= bitCounter + {2'd0,(I2CinAddrs|I2CinWrite|I2CinRead)};
    end
  end
  assign byteCountUp = ~I2CinAck_d & I2CinAck;
  always@(posedge clk) begin
    if(I2CinStart) begin
      byteCounter <= 2'b11;
    end else begin
      byteCounter <= byteCounter + {1'd0,byteCountUp};
    end
  end
  always@* begin
    case(state)
         SW_RST: byteCountDone = (byteCounter == 2'd1);
         UPDATE: byteCountDone = (byteCounter == 2'd2);
         CONFIG: byteCountDone = (byteCounter == 2'd2);
       ONE_SHOT: byteCountDone = (byteCounter == 2'd2);
      WRITE_PTR: byteCountDone = (byteCounter == 2'd1);
      WRITE_TMP: byteCountDone = (write_temp_target == T_HYST) ?(byteCounter == 2'd2) : (byteCounter == 2'd3);
        default:   byteCountDone = 1'b1;
    endcase
  end
  always@(posedge clk or posedge rst) begin
    if(rst) begin
      i2cBusy <= 1'b0;
    end else case(i2cBusy)
      1'b0: i2cBusy <= startCondition & I2CinReady;
      1'b1: i2cBusy <= ~stopCondition & I2CinReady;
    endcase
  end
  always@(posedge clkI2Cx2 or posedge rst) begin
    if(rst)
      SCLK <= 1'b1;
    else
      SCLK <= ~SCLK;
  end
endmodule
==> metrics.yaml <==
flow_run:
  number_of_maximum_capacitance_violations: 0
  warning_count: 59
detailed_routing:
  antenna_left: 0
  detailedRoute.firstIterationViolations: 94
  route.vias.total: 2462
  dr.pass1.iters: 4
  routed_wire_length_per_instance_um: 13.30
  drc: 0
  routed_wirelength_mm: 6.648
  detail_route.vias_per_cell: 4.924
  antenna-diode-count: 0
cells_and_area:
  utilization_pct: 59.42
  top_register_by_number_of_flip_flops: "temperature_o"
  max_reg_flops: 16
  syn_to_final_growth_pct: 43.57
  post_layout_nonfiller_instances: 500
  drive_above_1_share_pct: 24.94
  post-route-cell-area_um2: 4333
sta:
  setup_ws_ns: -0.3540
  untimed_endpoints: 11
  whs_ns: 0.4335
  number_of_register_pins_that_no_clock_reaches: 11
  slew_viol_final: 0
  final-hold-violation-count: 0
  max_slew_margin_pct: 45.32
  finClkSkew_ns: 0.05993
  final.setup.tns_ns: -1.016
  setup_violations: 5
  timing_worst_slew_pin_value_ns: 0.8172
  unrepaired_setup_endpoints_after_global_routing: "yes"
floorplanning:
  core_util_floorplan_pct: 41.39
  die_area_um2: 7896
  fp.dieH_um: 88.86
  boundaryPins: 60
  std_cell_core_area_um2: 7292
  horizontal_die_dimension_um: 88.86
  standard_cell_rows: 31
logic_synthesis:
  ys_seq_elements: 67
  yosysTopAreaCell: "edfxtp_1"
  ys_types: 52
  synth_largest_type_area_fraction_pct: 23.88
  post_synth.cell_area_avg_um2: 11.14
  most_common_cell_in_the_netlist: "edfxtp_1"
  mappedNetlistArea_um2: 3018
  ys_async_sr_fraction_pct: 38.81
  yosys.stat.chipArea_um2: 3018
  synth_cells: 271
  area_leaders: "edfxtp_1 (24%), dfrtp_1 (13%), dfxtp_1 (6.0%)"
  synth-cells-yosys: 271
  postSynth.topFlopCell: "edfxtp_1"
  common_cells: "edfxtp_1 (24), o21ai_0 (21), a21oi_1 (16), dfrtp_1 (16), nor2_1 (15)"
  yosys_warnings: 3
  edff_count_synth: 24
critical_path:
  critical_path_class: "register to primary output"
  path_max_fanout: 3
  cp_slowest_stage_delay_ns: 0.40
  critical_path_buf_inv_count: 1
  cp_delay_by_family_top: "simple AND/OR/NAND/NOR gates"
  critPathArrivalTime_ns: 3.39
  worstPathRequired_ns: 3.04
  cp_slowest_cell: "or3_4"
  critical_path.cell_chain: "or3_4 > o21bai_4 > a21oi_4 > buf_6"
  worst_setup_path_start_kind: "register"
  worst_setup_path_end_kind: "primary output"
place:
  detailed_place_hpwl_mm: 4.797
  dpl_cell_area_um2: 3919
  post-place-cells: 445
  gp_routability_congestion: 0.8583
  port_buffers: 56
  dp_worst_setup_slack_ns: -0.5239
grt:
  grt_util_overall_pct: 18.35
  grt_max_degree: 19
  grt_remaining_overflow: 0
  antenna_found_initial: 0
  first_pass_grt_wire_length_mm: 10.74
  number_of_global_route_vias_before_repair: 2319
power:
  power.total_mw: 1.276
  power-per-cell-area_nw_per_um2: 294.5
  vdd_ir_drop_max_mv: 0.1456
  leakagePower_nw: 1.898
clock_network:
  post_cts_hold_buffers: 0
  worst_setup_hold_path_clk_slew_ns: 0.05
  cts_tree: "done"
min_path:
  min_path_type: "register to register"
run_status:
  outcome: "finished with violations"
  violated_checks: "setup timing"
-- per-layer routing --
layer / track usage [%] / wire length, um
met4: 2.933 / 48
met2: 25.87 / 2872
met5: 0 / 0
met3: 3.690 / 359
met1: 31.22 / 3367
-- cell usage in the layout (no fill, tap or decap), types with 3 or more instances in the layout --
master	count
nor3_1	4
or2_2	3
dlygate4sd2_1	12
xnor2_1	8
clkdlybuf4s50_1	32
nor2b_1	10
buf_2	3
dfrtp_1	16
a21boi_0	3
a21oi_1	15
inv_1	33
nand2b_1	7
a32o_1	6
or3b_1	8
and2_1	3
nor2_1	14
dfrtn_1	7
clkbuf_8	9
dfxtp_1	9
edfxtp_1	24
o21ai_0	21
mux2_2	14
nand3_1	3
o21ai_1	5
nand2_1	11
buf_4	42
a21boi_1	6
dlxtn_1	8
nor3b_1	3
buf_6	6
dfstp_2	3
dlymetal6s2s_1	5
ha_1	6
-- where the power goes --
| part | internal [mW] | total [mW] | switching, mW |
|---|---|---|---|
| combinational | 0.0538 | 0.0898 | 0.0361 |
| clock | 0.259 | 0.539 | 0.281 |
| sequential | 0.641 | 0.647 | 0.00577 |
-- cells by family after synthesis --
kind of cell | after synthesis | share of synthesized area, %
adder cells (fa/ha/maj) | 6 | 2.487
latches | 8 | 3.980
XOR/XNOR | 9 | 2.612
AND-OR/OR-AND | 75 | 16.21
AND/OR/NAND/NOR | 79 | 14.88
multiplexers | 15 | 5.556
buffers and inverters | 20 | 2.736
flip-flops | 59 | 51.53
-- path summary, 6_finish.rpt --
kind	from	to	slack, ns	depth (start not counted)
setup / recovery	I2C_state[5]	SDA_o	-0.35	4
hold / removal	temperature_o[1]	temperature_o[2]	0.43	0
min in group asynchronous	rst	polarity_ct_reg	0.94	2
min in group clk0	state[0]	state[0]	0.49	2
setup reg to reg	I2C_state[0]	i2cBusy	0.14	7
max in group asynchronous	rst	I2C_state[0]	0.81	2
hold reg to reg	temperature_o[1]	temperature_o[2]	0.43	0
max in group clk1	SCL_i	send_buffer[4]	0.01	7
-- worst reg2reg max path, cell delays in order (launching register included) --
cell	delay (ns)
dfstp_2	0.56
mux2i_4	0.08
buf_4	0.13
buf_4	0.12
buf_4	0.15
o21a_1	0.17
o21a_1	0.16
a31o_1	0.19
-- cell type report --
class / instances / area (um2)
clock buffers: 9 / 123.9
clock inverters: 29 / 120.1
fillers: 620 / 2959
inverters: 9 / 33.78
multi-input cells: 184 / 1340
flip-flops and latches: 67 / 1675
well taps: 99 / 123.9
repair buffers: 103 / 915.9
-- timing repair --
action | in CTS | in global routing
gates resized | 44 | 13
pin swaps | 6 | 7
buffers inserted | 17 | 4
setup endpoints to repair | 22 | 11
No activity file was given, so power comes from the tool's default toggle rates.
