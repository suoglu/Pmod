==> design.v <==
module tmp3(
  input clk,
  input rst,
  input clkI2Cx2,  
  input  SCL_i,
  output SCL_o,
  output SCL_t,
  input  SDA_i,
  output SDA_o,
  output SDA_t,
  input [2:0] address_bits,
  input shutdown,
  input [1:0] resolution,
  input alert_polarity,
  input [1:0] fault_queue,
  input interrupt_mode,
  output reg i2cBusy,
  output busy,
  input update,
  input write_temperature,
  input write_hyst_nLim,
  output reg valid_o,
  output reg [11:0] temperature_o,
  input [8:0] temperature_i);
  localparam CONFIG_PTR = 2'b01,
           AMB_TEMP_PTR = 2'b00,
           HYS_TEMP_PTR = 2'b10,
           LMT_TEMP_PTR = 2'b11;
  localparam IDLE = 3'b000,
           CONFIG = 3'b100,
           UPDATE = 3'b001,
         SHUTDOWN = 3'b110,
        WRITE_TMP = 3'b010,
        WRITE_PTR = 3'b011;
  reg [2:0] state;
  wire inIdle, inConfig, inUpdate, inShutdown, inWriteTemp, inWritePointer;
  localparam I2C_READY = 3'b000,
             I2C_START = 3'b001,
             I2C_ADDRS = 3'b011,
             I2C_WRITE = 3'b110,
         I2C_WRITE_ACK = 3'b010,
              I2C_READ = 3'b111,
          I2C_READ_ACK = 3'b101,
              I2C_STOP = 3'b100;
  reg [2:0] I2C_state;
  wire I2C_done;
  wire I2CinReady, I2CinStart, I2CinAddrs, I2CinWrite, I2CinWriteAck, I2CinRead, I2CinReadAck, I2CinStop, I2CinAck;
  reg I2CinAck_d, I2CinStop_d, SDA_d_i2c;
  reg SCLK;  
  wire SDA, SCL;
  wire SCL_claim;
  wire SDA_claim;
  wire SDA_write;
  localparam FIX_ADDRS = 4'b1001;
  wire [7:0] addressByte, configByte;
  wire read_nwrite;
  reg SDA_d;
  wire startCondition, stopCondition;  
  wire SDA_negedge, SDA_posedge;
  reg [7:0] send_buffer, send_buffer_write;
  wire send_upload, send_shift; 
  reg [1:0] byteCounter;
  reg [2:0] bitCounter;
  reg byteCountDone;
  wire bitCountDone;
  wire byteCountUp;
  reg [1:0] resolution_reg, fault_queue_reg;
  reg alert_polarity_reg, interrupt_mode_reg;
  wire ch_config;
  assign addressByte = {FIX_ADDRS,address_bits,read_nwrite};
  assign configByte = {1'b0,resolution,fault_queue,alert_polarity,interrupt_mode,shutdown};
  assign     I2CinRead = (I2C_state == I2C_READ);
  assign     I2CinStop = (I2C_state == I2C_STOP);
  assign    I2CinReady = (I2C_state == I2C_READY);
  assign    I2CinStart = (I2C_state == I2C_START);
  assign    I2CinAddrs = (I2C_state == I2C_ADDRS);
  assign    I2CinWrite = (I2C_state == I2C_WRITE);
  assign  I2CinReadAck = (I2C_state == I2C_READ_ACK);
  assign I2CinWriteAck = (I2C_state == I2C_WRITE_ACK);
  assign      I2CinAck = I2CinWriteAck | I2CinReadAck;
  assign         inIdle = (state == IDLE);
  assign       inConfig = (state == CONFIG);
  assign       inUpdate = (state == UPDATE);
  assign     inShutdown = (state == SHUTDOWN);
  assign    inWriteTemp = (state == WRITE_TMP);
  assign inWritePointer = (state == WRITE_PTR);
  assign SCL = (SCL_claim) ?    SCLK   : SCL_i;
  assign SDA = (SDA_claim) ? SDA_write : SDA_i;
  assign SCL_o = SCL;
  assign SDA_o = SDA;
  assign SCL_claim = ~I2CinReady;
  assign SDA_claim = I2CinStart | I2CinAddrs | I2CinWrite | I2CinReadAck | I2CinStop;
  assign SCL_t = ~SCL_claim;
  assign SDA_t = ~SDA_claim;
  assign SDA_write = (I2CinStart | I2CinReadAck | I2CinStop) ? (I2CinReadAck & byteCountDone) : send_buffer[7];
  always@(negedge clkI2Cx2 or posedge rst) begin
    if(rst) begin
      temperature_o <= 12'h0;
    end else begin
      if(I2CinRead & inUpdate & SCL)
        case(byteCounter)
          2'd0: temperature_o <= {temperature_o[10:0],SDA};
          2'd1: temperature_o <= (bitCounter < 3'd4) ? {temperature_o[10:0],SDA} : temperature_o;
        endcase
    end
  end
  assign read_nwrite = inUpdate;
  assign I2C_done = I2CinStop & ~I2CinStop_d;
  assign busy = ~I2CinReady;
  always@(posedge clk or posedge rst) begin  
    if(rst) begin
      valid_o <= 1'b0;
    end else case(valid_o)
      1'b0: valid_o <= I2C_done & inUpdate & (byteCounter == 2'd2);
      1'b1: valid_o <= ~I2CinStart;
    endcase
  end
  always@(posedge clk or posedge rst) begin  
    if(rst) begin
      state <= IDLE;
    end else case(state)
      IDLE: begin
        if(shutdown | ch_config)
          state <= CONFIG;
        else if(write_temperature)
          state <= WRITE_TMP;
        else if(update)
          state <= UPDATE;
      end
      SHUTDOWN  : state <= (~shutdown | ch_config) ? CONFIG : state;
      CONFIG    : state <= (I2C_done) ? ((shutdown) ? SHUTDOWN : WRITE_PTR) : state;
      UPDATE    : state <= (I2C_done) ? IDLE : state;
      WRITE_TMP : state <= (I2C_done) ? WRITE_PTR : state;
      WRITE_PTR : state <= (I2C_done) ? IDLE : state;
      default   : state <= IDLE;
    endcase
  end
  always@(negedge clkI2Cx2 or posedge rst) begin
    if(rst) begin
      I2C_state <= I2C_READY;
    end else case(I2C_state)
      I2C_READY     : I2C_state <= (~(inIdle | inShutdown) & SCLK & ~i2cBusy) ? I2C_START : I2C_state;
      I2C_START     : I2C_state <= (~SCL) ? I2C_ADDRS : I2C_state;
      I2C_ADDRS     : I2C_state <= (~SCL & bitCountDone) ? I2C_WRITE_ACK : I2C_state;
      I2C_WRITE_ACK : I2C_state <= (~SCL) ? ((~SDA_d_i2c & ~byteCountDone) ? ((~read_nwrite) ? I2C_WRITE : I2C_READ): I2C_STOP) : I2C_state;
      I2C_WRITE     : I2C_state <= (~SCL & bitCountDone) ? I2C_WRITE_ACK : I2C_state;
      I2C_READ      : I2C_state <= (~SCL & bitCountDone) ? I2C_READ_ACK : I2C_state;
      I2C_READ_ACK  : I2C_state <= (~SCL) ? ((byteCountDone) ? I2C_STOP : I2C_READ) : I2C_state;
      I2C_STOP      : I2C_state <= (SCL) ? I2C_READY : I2C_state;
    endcase
  end
  always@(posedge clk) begin
    SDA_d <= SDA;
    I2CinAck_d <= I2CinAck;
    I2CinStop_d <= I2CinStop;
  end
  always@(negedge clkI2Cx2) begin
    SDA_d_i2c <= SDA;
  end
  assign send_upload = I2CinStart | I2CinWriteAck;
  assign send_shift = I2CinAddrs | I2CinWrite;
  always@(negedge clkI2Cx2) begin  
    if(send_upload)
      send_buffer <= send_buffer_write;
    else if(send_shift & ~SCL & |bitCounter)
      send_buffer <= {send_buffer << 1};
  end
  always@* begin  
    case(byteCounter)
      2'd3:  
        send_buffer_write = addressByte;
      2'd0: begin  
        case(state)
          CONFIG    : send_buffer_write[1:0] = CONFIG_PTR;
          WRITE_PTR : send_buffer_write[1:0] = AMB_TEMP_PTR;
          WRITE_TMP : send_buffer_write[1:0] = (write_hyst_nLim) ? HYS_TEMP_PTR : LMT_TEMP_PTR;
          default   : send_buffer_write[1:0] = 2'd0;
        endcase
        send_buffer_write[7:2] = 6'd0;
      end
      2'd1: send_buffer_write = (inConfig) ? configByte : temperature_i[8:1];
      2'd2: send_buffer_write = {temperature_i[0],7'd0};
      default: send_buffer_write = 8'h0;
    endcase
  end
  assign    SDA_negedge  = ~SDA &  SDA_d;
  assign    SDA_posedge  =  SDA & ~SDA_d;
  assign  stopCondition  =  SCL & SDA_posedge;
  assign startCondition  =  SCL & SDA_negedge;
  assign bitCountDone = ~|bitCounter;
  always@(posedge SCL) begin
    if(I2CinAck|I2CinStart) begin
      bitCounter <= 3'd0;
    end else begin
      bitCounter <= bitCounter + {2'd0,(I2CinAddrs|I2CinWrite|I2CinRead)};
    end
  end
  assign byteCountUp = ~I2CinAck_d & I2CinAck;
  always@(posedge clk) begin
    if(I2CinStart) begin
      byteCounter <= 2'b11;
    end else begin
      byteCounter <= byteCounter + {1'd0,byteCountUp};
    end
  end
  always@* begin
    case(state)
      CONFIG    : byteCountDone = (byteCounter == 2'd2);
      UPDATE    : byteCountDone = (byteCounter == 2'd2);
      WRITE_TMP : byteCountDone = (byteCounter == 2'd3);
      WRITE_PTR : byteCountDone = (byteCounter == 2'd1);
      default   : byteCountDone = 1'b1;
    endcase
  end
  assign ch_config = (resolution_reg != resolution) | (alert_polarity_reg != alert_polarity) | (fault_queue_reg != fault_queue) | (interrupt_mode_reg != interrupt_mode);
  always@(posedge clk or posedge rst) begin
    if(rst) begin
      alert_polarity_reg <= 1'b0;
      resolution_reg <= 2'b00;
      fault_queue_reg <= 2'b00;
      interrupt_mode_reg <= 1'b0;
    end else begin
      if(ch_config & inConfig) begin
        alert_polarity_reg <= alert_polarity;
        resolution_reg <= resolution;
        fault_queue_reg <= fault_queue;
        interrupt_mode_reg <= interrupt_mode;
      end
    end
  end
  always@(posedge clk or posedge rst) begin
    if(rst) begin
      i2cBusy <= 1'b0;
    end else case(i2cBusy)
      1'b0:i2cBusy <= startCondition & I2CinReady;
      1'b1: i2cBusy <= ~stopCondition & I2CinReady;
    endcase
  end
  always@(posedge clkI2Cx2 or posedge rst) begin
    if(rst) begin
      SCLK <= 1'b1;
    end else begin
      SCLK <= ~SCLK;
    end
  end
endmodule
==> run.sh <==
#!/bin/bash
# OpenROAD 26Q1-2900-gdf79404cd8, Yosys 0.63+post, stock flow scripts
make -C /OpenROAD-flow-scripts/flow DESIGN_CONFIG=/design/flow/config.mk WORK_HOME=/design/flow/orfs finish
==> config.mk <==
export PLATFORM = sky130hd
export DESIGN_NAME = tmp3
export DESIGN_NICKNAME = tmp3
export VERILOG_FILES = /design/flow/design.v
export SDC_FILE = /design/flow/constraint.sdc
export NUM_CORES = 4
export LEC_CHECK = 1
export CORE_UTILIZATION = 30
==> constraint.sdc <==
current_design tmp3

set clk_period 2.3
set clk_io_pct 0.2

create_clock -name clk0 -period $clk_period [get_ports {clk}]
create_clock -name clk1 -period $clk_period [get_ports {clkI2Cx2}]

set non_clock_inputs [all_inputs -no_clocks]
set_input_delay [expr $clk_period * $clk_io_pct] -clock clk0 $non_clock_inputs
set_output_delay [expr $clk_period * $clk_io_pct] -clock clk0 [all_outputs]
==> report_table.html <==
<h3>Run summary</h3>
<table>
<tr><th>Metric</th><th>Value</th></tr>
<tr><th colspan="2">Power and ir drop</th></tr>
<tr><td>Logic pwr share</td><td>0.495</td></tr>
<tr><td>Power Dens Cells</td><td>1030 nW/µm²</td></tr>
<tr><td>Clock group share of total power</td><td>0.194</td></tr>
<tr><td>Peak ir drop on the vdd network</td><td>0.474 mV</td></tr>
<tr><td>Lkg Pwr</td><td>0.00196 µW</td></tr>
<tr><td>Internal Dissipation</td><td>2900 µW</td></tr>
<tr><td>Net switching fraction of the power</td><td>0.324</td></tr>
<tr><td>Net switching power</td><td>1390 µW</td></tr>
<tr><td>Reg power frac</td><td>0.311</td></tr>
<tr><th colspan="2">Final timing</th></tr>
<tr><td>Worst Hold Margin</td><td>0.484 ns</td></tr>
<tr><td>Count of endpoints without a timing constraint</td><td>3</td></tr>
<tr><td>Setup repair after global routing missed its margin</td><td>yes</td></tr>
<tr><td>Final critical-path setup slack</td><td>-0.876 ns</td></tr>
<tr><td>Accumulated negative setup slack</td><td>-15.53 ns</td></tr>
<tr><td>Register pins left without a clock</td><td>3</td></tr>
<tr><td>Final slew viol count</td><td>0</td></tr>
<tr><td>Slew HR</td><td>0.474</td></tr>
<tr><td>Layout Skew</td><td>0.0696 ns</td></tr>
<tr><td>Worst Tran Pin Value</td><td>0.783 ns</td></tr>
<tr><td>Count of endpoints failing setup in the final report</td><td>60</td></tr>
<tr><td>Number of hold violations in the final report</td><td>0</td></tr>
<tr><th colspan="2">Layout</th></tr>
<tr><td>Top Registers</td><td>temperature_o: 12 flops, I2C_state: 8 flops, send_buffer: 8 flops</td></tr>
<tr><td>Top reg by flops</td><td>temperature_o</td></tr>
<tr><td>Proportion of layout cells with a drive suffix above 1</td><td>0.501</td></tr>
<tr><td>Signed area change from the synthesized netlist to the final layout</td><td>70.4%</td></tr>
<tr><td>Flip-flop count of the largest register, all copies and words added</td><td>12</td></tr>
<tr><th colspan="2">Worst hold path</th></tr>
<tr><td>HP Start</td><td>SDA_d_i2c</td></tr>
<tr><td>Hold/Removal Path Class</td><td>register to register</td></tr>
<tr><td>Worst min-delay path endpoint</td><td>I2C_state[1]</td></tr>
<tr><td>Instance count along the most critical hold path</td><td>2</td></tr>
<tr><th colspan="2">Detailed routing</th></tr>
<tr><td>Detailed-route wire length per cell</td><td>13.3 µm</td></tr>
<tr><td>Post-DRT Antenna Nets</td><td>0</td></tr>
<tr><td>Via total after detailed routing</td><td>2138</td></tr>
<tr><td>Number of search-and-repair iterations in the first detailed-routing pass</td><td>4</td></tr>
<tr><td>Overall routed net length</td><td>6.26 mm</td></tr>
<tr><td>Residual DRC count</td><td>0</td></tr>
<tr><td>Number of antenna repair diodes</td><td>0</td></tr>
<tr><td>Average vias per placed instance</td><td>4.56</td></tr>
<tr><td>Iter 0 DRT Violations</td><td>66</td></tr>
<tr><th colspan="2">Setup path</th></tr>
<tr><td>Arrival time of the worst setup path</td><td>3.33 ns</td></tr>
<tr><td>Startpoint Class</td><td>register</td></tr>
<tr><td>Register-to-register setup slack</td><td>-0.88 ns</td></tr>
<tr><td>Kind of end point of the critical path</td><td>register</td></tr>
<tr><td>Depth of the worst register-to-register path</td><td>9</td></tr>
<tr><td>Required time at the worst-slack endpoint</td><td>2.45 ns</td></tr>
<tr><td>Setup crit start</td><td>I2C_state[3]</td></tr>
<tr><td>Maximum fanout along the worst path</td><td>2</td></tr>
<tr><td>Classification of the worst setup path</td><td>register to register</td></tr>
<tr><td>Worst reg2reg startpoint</td><td>I2C_state[3]</td></tr>
<tr><td>Reg-to-Reg End</td><td>i2cBusy</td></tr>
<tr><th colspan="2">Synth</th></tr>
<tr><td>Number of library cell types mapped by synthesis</td><td>49</td></tr>
<tr><td>Proportion of synthesized chip area in sequential cells</td><td>0.534</td></tr>
<tr><td>Total standard cell area after synthesis</td><td>2430 µm²</td></tr>
<tr><td>Dominant cells by area after synthesis</td><td>sky130_fd_sc_hd__dfrtn_1 20%, sky130_fd_sc_hd__dfrtp_1 13%, sky130_fd_sc_hd__edfxtp_1 9.9%, sky130_fd_sc_hd__mux2_2 8.3%, sky130_fd_sc_hd__dfxtp_1 7.4%</td></tr>
<tr><td>Number of flip-flops and latches in the synthesized netlist</td><td>52</td></tr>
<tr><td>YS chip area</td><td>2430 µm²</td></tr>
<tr><td>Count of instantiated cells in the yosys netlist</td><td>222</td></tr>
<tr><td>Library cell with the largest summed area after synthesis</td><td>sky130_fd_sc_hd__dfrtn_1</td></tr>
<tr><td>Fraction of post-synthesis cell area in the top cell type by area</td><td>0.195</td></tr>
<tr><td>Number of standard cells after synthesis</td><td>222</td></tr>
<tr><td>Total of warnings raised by yosys</td><td>1</td></tr>
<tr><td>Share of synthesized registers carrying an async set or reset</td><td>0.673</td></tr>
<tr><td>Flip-flop cell with the highest count after synthesis</td><td>sky130_fd_sc_hd__dfrtn_1</td></tr>
<tr><td>Synthesized area divided by synthesized cell count</td><td>11.0 µm²</td></tr>
<tr><td>Flip-flops with a built-in enable</td><td>8</td></tr>
<tr><th colspan="2">Place</th></tr>
<tr><td>HPWL Detailed</td><td>4.39 mm</td></tr>
<tr><td>Post-Place Worst Slack</td><td>-0.936 ns</td></tr>
<tr><td>Number of I/O port buffers</td><td>44</td></tr>
<tr><td>RePlAce Congestion</td><td>0.809</td></tr>
<tr><th colspan="2">Clocking</th></tr>
<tr><td>CTS tree</td><td>built</td></tr>
<tr><td>Clk pin slew, worst setup/hold paths</td><td>0.07 ns</td></tr>
<tr><td>Hold-fix buffer count after cts</td><td>0</td></tr>
<tr><th colspan="2">Run</th></tr>
<tr><td>Max-cap violation count</td><td>0</td></tr>
<tr><td>Stage-log warning count</td><td>39</td></tr>
<tr><th colspan="2">Floorplan</th></tr>
<tr><td>Area enclosed by the die boundary</td><td>8480 µm²</td></tr>
<tr><td>Std cell rows</td><td>32</td></tr>
<tr><td>Floorplan die width</td><td>92.1 µm</td></tr>
<tr><td>Pre-Place Util</td><td>0.312</td></tr>
<tr><td>Height of the die</td><td>92.1 µm</td></tr>
<tr><td>CORE AREA</td><td>7810 µm²</td></tr>
<tr><td>Boundary Pins</td><td>46</td></tr>
<tr><th colspan="2">GRT</th></tr>
<tr><td>First-pass GRT wire length</td><td>10.3 mm</td></tr>
<tr><td>Gr usage total</td><td>0.157</td></tr>
<tr><td>Via count of the first global-routing pass</td><td>2208</td></tr>
<tr><td>Maximum number of pins on one net before global-route repair</td><td>15</td></tr>
<tr><td>Remaining Overflow, GRT</td><td>0</td></tr>
<tr><td>Number of antenna violations at the first check in global routing</td><td>0</td></tr>
<tr><th colspan="2">Status</th></tr>
<tr><td>Outcome</td><td>finished, violations left</td></tr>
<tr><td>Violations in the final reports</td><td>negative setup slack</td></tr>
</table>
==> how the worst max path moves through the flow <==
stage / endpoint
4_1_cts: SDA_o
6_report: i2cBusy
5_1_grt: i2cBusy
==> synthesized netlist by cell type (all sizes together), types with 4 or more instances <==
cell	instances
dfxtp	9
nor2	13
xor2	7
a31oi	5
dfrtp	13
inv	12
mux2	18
dfrtn	19
edfxtp	8
nand2	25
and2	4
mux2i	9
nor3	4
nand3	4
clkbuf	5
o21ai	24
==> critical path: stages (launching register included) <==
cell and delay (ns):
sky130_fd_sc_hd__dfrtn_1 0.45, sky130_fd_sc_hd__nor2_4 0.06, sky130_fd_sc_hd__mux2i_2 0.15, sky130_fd_sc_hd__or4_4 0.44, sky130_fd_sc_hd__buf_4 0.16, sky130_fd_sc_hd__buf_6 0.10, sky130_fd_sc_hd__buf_6 0.10, sky130_fd_sc_hd__buf_6 0.10
sky130_fd_sc_hd__buf_6 0.11, sky130_fd_sc_hd__a31o_4 0.22
==> area by class of cell <==
cell class,instances,area [µm²]
clock buffer,9,114
sequential,52,1310
timing repair buffer,133,1170
multi-input combinational,149,1310
tap,102,128
fill,634,3660
inverter,11,43.8
clock inverter,13,80.1
==> cell families after synthesis <==
kind of cell | Yosys count | synth area share
adders and majority gates | 3 | 0.0154
xor gates and xnor gates | 8 | 0.0288
muxes | 27 | 0.122
AOI/OAI and AO/OA | 46 | 0.125
DFF | 52 | 0.534
buffers and inverters | 21 | 0.0483
and+or+nand+nor | 65 | 0.127
==> per-layer routing <==
| layer | track usage | wire length, µm | vias up |
|---|---|---|---|
| li1 | - | - | 1068 |
| met1 | 0.250 | 3170 | 1019 |
| met2 | 0.228 | 2760 | 47 |
| met3 | 0.0422 | 287 | 4 |
| met4 | 0.0221 | 48 | 0 |
| met5 | 0 | 0 | - |
==> what timing repair did <==
item / in CTS / in global routing
pin swaps: 11 / 12
resized: 110 / 37
endpoints found under the setup margin: 57 / 57
setup buffers: 22 / 13
==> metrics by stage <==
step,total power (µW),util,cells,area (µm²)
after floorplan,2210,-,222,2550
after global placement,2890,0.446,417,3480
after detailed placement,2910,0.446,417,3480
after CTS,4030,0.498,459,3890
after global routing,4570,0.531,469,4150
final,4290,0.531,469,4150
==> power groups by stage <==
stage | combinational, µW | sequential (µW) | clock [µW]
6_report | 2130 | 1330 | 833
4_1_cts | 1850 | 1320 | 853
5_1_grt | 2310 | 1360 | 906
==> layout by cell type, fill, tap and decap left out, types with 3 or more instances in the layout <==
master	Yosys	layout
sky130_fd_sc_hd__a31oi_1	5	4
sky130_fd_sc_hd__and2_1	4	4
sky130_fd_sc_hd__buf_12	0	3
sky130_fd_sc_hd__buf_2	2	15
sky130_fd_sc_hd__buf_4	0	60
sky130_fd_sc_hd__buf_6	1	28
sky130_fd_sc_hd__clkbuf_8	0	8
sky130_fd_sc_hd__clkdlybuf4s50_1	0	20
sky130_fd_sc_hd__dfrtn_1	19	19
sky130_fd_sc_hd__dfrtp_1	13	12
sky130_fd_sc_hd__dfstp_2	3	3
sky130_fd_sc_hd__dfxtp_1	9	8
sky130_fd_sc_hd__dlygate4sd2_1	0	5
sky130_fd_sc_hd__edfxtp_1	8	8
sky130_fd_sc_hd__inv_1	11	19
sky130_fd_sc_hd__mux2_2	18	5
sky130_fd_sc_hd__mux2_4	0	13
sky130_fd_sc_hd__mux2i_1	8	5
sky130_fd_sc_hd__mux2i_4	0	3
sky130_fd_sc_hd__nand2_1	25	21
sky130_fd_sc_hd__nand3_1	4	3
sky130_fd_sc_hd__nor2_1	12	11
sky130_fd_sc_hd__nor3_1	4	3
sky130_fd_sc_hd__o21ai_0	24	9
sky130_fd_sc_hd__o21ai_1	0	9
sky130_fd_sc_hd__o21ai_2	0	5
sky130_fd_sc_hd__or2_4	0	3
sky130_fd_sc_hd__xor2_1	7	7
Power is estimated from default activity; no workload was simulated.
